[design/flow/run.sh]
#!/bin/bash
# OpenROAD 26Q1-2900-gdf79404cd8, Yosys 0.63+post, stock flow scripts
make -C /OpenROAD-flow-scripts/flow DESIGN_CONFIG=/design/flow/config.mk WORK_HOME=/design/flow/orfs finish
[design/flow/config.mk]
export PLATFORM = sky130hd
export DESIGN_NAME = seg7x16
export DESIGN_NICKNAME = seg7x16
export VERILOG_FILES = /design/flow/design.v
export SDC_FILE = /design/flow/constraint.sdc
export NUM_CORES = 4
export LEC_CHECK = 1
export CORE_UTILIZATION = 30
[design/flow/constraint.sdc]
current_design seg7x16

set clk_period 3.4
set clk_io_pct 0.2

create_clock -name clk0 -period $clk_period [get_ports {clk}]

set non_clock_inputs [all_inputs -no_clocks]
set_input_delay [expr $clk_period * $clk_io_pct] -clock clk0 $non_clock_inputs
set_output_delay [expr $clk_period * $clk_io_pct] -clock clk0 [all_outputs]
[design/flow/design.v]
`timescale 1ns / 1ps
module seg7x16(
    input clk,
	 input reset,
	 input cs,
	 input [31:0] i_data,
	 output [7:0] o_seg,
	 output [7:0] o_sel
    );
    reg [14:0] cnt;
	 always @ (posedge clk, posedge reset)
      if (reset)
        cnt <= 0;
      else
        cnt <= cnt + 1'b1;
    wire seg7_clk = cnt[14]; 
	 reg [2:0] seg7_addr;
	 always @ (posedge seg7_clk, posedge reset)
	   if(reset)
		  seg7_addr <= 0;
		else
		  seg7_addr <= seg7_addr + 1'b1;
	 reg [7:0] o_sel_r;
	 always @ (*)
	   case(seg7_addr)
		  7 : o_sel_r = 8'b01111111;
		  6 : o_sel_r = 8'b10111111;
		  5 : o_sel_r = 8'b11011111;
		  4 : o_sel_r = 8'b11101111;
		  3 : o_sel_r = 8'b11110111;
		  2 : o_sel_r = 8'b11111011;
		  1 : o_sel_r = 8'b11111101;
		  0 : o_sel_r = 8'b11111110;
		endcase
	 reg [31:0] i_data_store;
	 always @ (posedge clk, posedge reset)
	   if(reset)
		  i_data_store <= 0;
		else if(cs)
		  i_data_store <= i_data;
	 reg [7:0] seg_data_r;
	 always @ (*)
	   case(seg7_addr)
		  0 : seg_data_r = i_data_store[3:0];
		  1 : seg_data_r = i_data_store[7:4];
		  2 : seg_data_r = i_data_store[11:8];
		  3 : seg_data_r = i_data_store[15:12];
		  4 : seg_data_r = i_data_store[19:16];
		  5 : seg_data_r = i_data_store[23:20];
		  6 : seg_data_r = i_data_store[27:24];
		  7 : seg_data_r = i_data_store[31:28];
		endcase
	 reg [7:0] o_seg_r;
	 always @ (posedge clk, posedge reset)
	   if(reset)
		  o_seg_r <= 8'hff;
		else
		  case(seg_data_r)
		    4'h0 : o_seg_r <= 8'hC0;
          4'h1 : o_seg_r <= 8'hF9;
          4'h2 : o_seg_r <= 8'hA4;
          4'h3 : o_seg_r <= 8'hB0;
          4'h4 : o_seg_r <= 8'h99;
          4'h5 : o_seg_r <= 8'h92;
          4'h6 : o_seg_r <= 8'h82;
          4'h7 : o_seg_r <= 8'hF8;
          4'h8 : o_seg_r <= 8'h80;
          4'h9 : o_seg_r <= 8'h90;
          4'hA : o_seg_r <= 8'h88;
          4'hB : o_seg_r <= 8'h83;
          4'hC : o_seg_r <= 8'hC6;
          4'hD : o_seg_r <= 8'hA1;
          4'hE : o_seg_r <= 8'h86;
          4'hF : o_seg_r <= 8'h8E;
		  endcase
	 assign o_sel = o_sel_r;
	 assign o_seg = o_seg_r;
endmodule
==> results.json <==
{
  "track_usage_pct": 11.9,
  "crit_path_start_kind": "flop",
  "grt.overflow.total": 0,
  "routed-via-count": 1733,
  "hold_violations": 0,
  "top_cells_by_area_in_the_synthesized_netlist": "sky130_fd_sc_hd__dfrtp_1 (47%), sky130_fd_sc_hd__mux2_2 (14%), sky130_fd_sc_hd__dfstp_2 (6.8%)",
  "hold_buffers": 0,
  "h-tree-depth": 2,
  "rsz_0062_raised_after_global_routing": "no",
  "wl_per_cell_um": 14.1,
  "cts_buffer_depth": 2,
  "synth_area_leader_cell": "sky130_fd_sc_hd__dfrtp_1",
  "total_power_mw": 1.33,
  "postSynthRegisterBits": 57,
  "ys_top_cells_by_count": "sky130_fd_sc_hd__dfrtp_1 (50), sky130_fd_sc_hd__mux2_2 (33), sky130_fd_sc_hd__nand2_1 (13), sky130_fd_sc_hd__inv_1 (11), sky130_fd_sc_hd__xnor2_1 (11)",
  "antenna_violating_nets_post_route": 0,
  "tritoncts_clock_tree": "done",
  "die_area_um2": 9350,
  "post-route-drc-count": 0,
  "setup_viol": 0,
  "top_cell_area_share_pct": 46.5,
  "routed_wirelength_mm": 5.25,
  "fp-utilization_pct": 30.8,
  "path_max_fanout": 8,
  "timing.setup.critical_path_class": "flop to flop",
  "outcome": "finished, final reports clean",
  "chipHeight_um": 96.7,
  "clock.latency.late_pin_ps": 300,
  "grt_start_max_net_pins": 34,
  "cts.repair_timing.setup_buffer_count": 0,
  "unconstrained_endpoints": 11,
  "warnings": 29,
  "syn2layout_area_growth_pct": 25.8,
  "placement.io_buffers": 49,
  "yosys_cells": 215,
  "dr_iter_0_viols": 78,
  "synth_seq_share_pct": 53.3,
  "viasPerCell": 4.66,
  "netlist-cell-type-count": 47,
  "postSynthCellCount": 215,
  "required_ps": 3630,
  "pre_cts_ws_ps": 1350,
  "setup_total_negative_slack_ps": 0,
  "cts-root-buf": "sky130_fd_sc_hd__clkbuf_8",
  "synth-edff-count": 0,
  "synth_area_per_cell_um2": 12.5,
  "placementRows": 34,
  "async_reset_ff_share_pct": 100,
  "max-cap-violations": 0,
  "number_of_global_route_vias_before_repair": 1741,
  "critPathArrivalTime_ps": 2280,
  "drive_gt1_share_pct": 22.7,
  "leak_pwr_nw": 1.38,
  "final-max-slew-violation-count": 0,
  "cts-buffers-inserted": 5,
  "clkTransAtPathRegs_ps": 90,
  "io_pins": 51,
  "first_pass_grt_wire_length_mm": 8.91,
  "netlist_area_before_placement_um2": 2690,
  "post_cts.resized_instances": 0,
  "yosys.cell_count.top_type": "sky130_fd_sc_hd__dfrtp_1",
  "place_congestion": 0.797,
  "final_hold_slack_ps": 461,
  "dr.pass1.iters": 4,
  "clock-skew-final_ps": 8.15,
  "worst_hold_path_type": "flop to flop",
  "core_area_um2": 8720,
  "die_width_um": 96.7,
  "detail_route.antenna_diodes": 0,
  "post-route-min-period_ps": 2060,
  "yosysWarningCount": 1,
  "fmax_mhz": 486,
  "initial_antenna_violation_count": 0,
  "finalClockPeriodUsage_pct": 60.5,
  "synth.yosys.chip_area_um2": 2690,
  "unclocked_regs": 3,
  "p_per_area_nw_per_um2": 394,
  "power.ir.vdd_worst_v": 0.000224,
  "post-dp-hpwl_mm": 3.88,
  "ys.flop_type": "sky130_fd_sc_hd__dfrtp_1",
  "worst_slack_ps": 1340,
  "endpoint_kind": "flop"
}
==> final cells by class <==
class / count / area (µm²)
sequential: 57 / 1440
tap: 108 / 135
fill: 840 / 5340
inverter: 11 / 41.3
clock buffer: 7 / 76.3
multi-input combinational: 135 / 1140
clock inverter: 1 / 30.0
timing repair buffer: 53 / 520
==> power by group <==
| part | total [mW] | internal [mW] | leakage [nW] | switching [mW] |
|---|---|---|---|---|
| clock | 0.414 | 0.221 | 0.0524 | 0.194 |
| combinational | 0.192 | 0.120 | 0.636 | 0.0715 |
| sequential | 0.725 | 0.703 | 0.690 | 0.0226 |
==> flip-flops by register name, summed over array words and instances (netlist names) <==
register	count
seg7_addr	3
cnt	15
o_seg_r	7
i_data_store	32
==> through the flow <==
stage / util (%) / instance area [µm²] / cells
after CTS: 38.8 / 3380 / 372
after global placement: 37.6 / 3280 / 364
after global routing: 38.8 / 3380 / 372
after floorplan: - / 2690 / 215
after detailed placement: 37.6 / 3280 / 364
final: 38.8 / 3380 / 372
==> cell usage in the layout (no fill, tap or decap), drive strengths merged, types with 4 or more instances in the layout <==
| cell | n |
|---|---|
| nor3 | 4 |
| xor2 | 4 |
| nand3 | 9 |
| ha | 7 |
| nand4 | 4 |
| a22o | 5 |
| clkbuf | 7 |
| nand2 | 13 |
| dfrtp | 50 |
| nor2 | 4 |
| dfstp | 7 |
| xnor2 | 11 |
| buf | 4 |
| a31oi | 5 |
| inv | 11 |
| mux2 | 33 |
| clkdlybuf4s50 | 49 |
==> layer usage <==
metal	GRT usage, %	wire, µm	part of all wire (%)	vias up
li1	-	-	-	866
met1	18.9	2570	49	824
met2	18.3	2410	46	38
met3	2.13	218	4.2	5
met4	1.15	45	0.86	0
met5	0	0	0	-
==> critical path, stage by stage, from the launching register on <==
cell                       delay [ps]
sky130_fd_sc_hd__dfrtp_1          380
sky130_fd_sc_hd__mux2_2           260
sky130_fd_sc_hd__a221oi_1         420
sky130_fd_sc_hd__a31oi_2          260
sky130_fd_sc_hd__or4b_1           560
sky130_fd_sc_hd__o211ai_1         100
==> cell families after synthesis <==
family / share of synthesized area, %
AND-OR/OR-AND: 9.63
AND/OR/NAND/NOR: 10.1
XOR/XNOR: 4.88
adder cells (fa/ha/maj): 3.63
other: 0.139
multiplexers: 14.2
buffers and inverters: 4.09
flip-flops: 53.3
==> final timing paths <==
check / start / to / slack [ps] / depth (start not counted)
max: i_data_store[21]$_DFFE_PP0P_ / o_seg_r[1]$_DFFE_PP1P_ / 1340 / 5
min: cnt[6]$_DFF_PP0_ / cnt[6]$_DFF_PP0_ / 460 / 1
max reg2reg: i_data_store[21]$_DFFE_PP0P_ / o_seg_r[1]$_DFFE_PP1P_ / 1340 / 5
min reg2reg: cnt[6]$_DFF_PP0_ / cnt[6]$_DFF_PP0_ / 460 / 1
max in group asynchronous: reset / o_seg_r[4]$_DFFE_PP1P_ / 2000 / 3
min in group asynchronous: reset / i_data_store[7]$_DFFE_PP0P_ / 710 / 2
No activity file was given, so power comes from the tool's default toggle rates.
