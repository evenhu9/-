## flow/design.v

```verilog
`timescale 1ns / 1ps
module DMEM(                   
    input dm_clk,              
    input dm_ena,              
    input dm_r,                
    input dm_w,                 
    input sb_flag,              
    input sh_flag,              
    input sw_flag,             
    input lb_flag,              
    input lh_flag,             
    input lbu_flag,             
    input lhu_flag,            
    input lw_flag,             
    input [6:0] dm_addr,        
    input [31:0] dm_data_in,    
    output [31:0] dm_data_out   
    );
reg [31:0] dmem [31:0];
assign dm_data_out = (dm_ena && dm_r && !dm_w) ? 
                     (lb_flag ? { {24{dmem[dm_addr][7]}} , dmem[dm_addr][7:0] } : 
                     (lbu_flag ? { 24'h0 , dmem[dm_addr][7:0] } :
                     (lh_flag ? { {16{dmem[dm_addr >> 1][15]}} , dmem[dm_addr >> 1][15:0] } :
                     (lhu_flag ? { 16'h0 , dmem[dm_addr >> 1][15:0] } :
                     (lw_flag ? dmem[dm_addr >> 2]: 32'bz))))) : 32'bz;
always @(negedge dm_clk)
begin
    if(dm_ena && dm_w &&!dm_r) begin
        if(sb_flag)         
            dmem[dm_addr][7:0] <= dm_data_in[7:0];
        else if(sh_flag)   
            dmem[dm_addr >> 1][15:0] <= dm_data_in[15:0];
        else if(sw_flag)    
            dmem[dm_addr >> 2] <= dm_data_in;
    end
end
endmodule
```

## flow/run.sh

```bash
#!/bin/bash
# OpenROAD 26Q1-2900-gdf79404cd8, Yosys 0.63+post, stock flow scripts
make -C /OpenROAD-flow-scripts/flow DESIGN_CONFIG=/design/flow/config.mk WORK_HOME=/design/flow/orfs finish
```

## flow/config.mk

```make
export PLATFORM = sky130hd
export DESIGN_NAME = DMEM
export DESIGN_NICKNAME = DMEM
export VERILOG_FILES = /design/flow/design.v
export SDC_FILE = /design/flow/constraint.sdc
export NUM_CORES = 4
export LEC_CHECK = 1
export CORE_UTILIZATION = 50
```

## flow/constraint.sdc

```tcl
current_design DMEM

set clk_period 32.1
set clk_io_pct 0.2

create_clock -name clk0 -period $clk_period [get_ports {dm_clk}]

set non_clock_inputs [all_inputs -no_clocks]
set_input_delay [expr $clk_period * $clk_io_pct] -clock clk0 $non_clock_inputs
set_output_delay [expr $clk_period * $clk_io_pct] -clock clk0 [all_outputs]
```

==> impl_metrics.ini <==
; implementation run metrics
[min_path]
hp-start = lb_flag
hp-class = input port to output pin
min_path_cells = 6
holdPathEnd = dm_data_out[27]

[clocking]
clock_path_buffers = 3
cts_resized = 0
cts_root_buffer = clkbuf_16
post_cts_buffers = 0
cts_buffers = 107
ctsHoldBuffers = 0
clock_sinks = 1024
cts.reportedPaths.clkPinSlew_ns = 0.03
cts_tree = done
htree_levels = 3

[sta]
rsz0062_at_grt = false
hold_violations = 0
tns_ns = 0
slew_headroom = 0.271
setup_viol = 0
finalMaxSlewViolations = 0
final.setup.worst_slack_ns = 5.68
worstMarginPinSlew_ns = 1.09

[synthesis]
ys_seq_elements = 1024
synth_cells = 2195
yosys_cells = 2195
synth_warnings = 3
synth_chip_area_mm2 = 0.0406
synth-edff-count = 1024
synthesis.area_mm2 = 0.0406
synth_area_per_cell_um2 = 18.5
async_flop_share = 0
synth_top_flop_cell = edfxtp_1
ys_seq_frac = 0.757
ys_types = 60

[outcome]
outcome = finished, final reports clean

[flow_run]
maxCapViolations = 0
warnings = 1028

[layout]
largest_register = dmem
largest_register_ffs = 1024
drive_above_1_share = 0.151
nFillCells = 5381
syn_to_final_growth_pct = 24.8
reg.largest.list = dmem: 1024 flops
stdcell_area_mm2 = 0.0507

[floorplanning]
fp_util = 0.505
die_h_um = 287
std_cell_rows = 104
io_pins = 83
chip_area_mm2 = 0.0824
core_area_mm2 = 0.0804
die_w_um = 287

[power_and_ir_drop]
p_leak_uw = 0.0206
vdd_drop_max_mv = 0.0477
power_uw = 3540
power_density_mw_per_mm2 = 69.8

[worst_setup_path]
crit_chain = nand2_1 -> a211oi_1 -> a311oi_1 -> o21ai_0 -> a211oi_1 -> a2111oi_2 -> o31ai_4 -> o21ai_0 -> clkdlybuf4s50_1
crit_type = flop to output pin
cp-start-kind = flop
critPathMaxFanout = 16
cp_slowest_stage_delay_ns = 0.81
required_ns = 25.68
worst-endpoint-arrival_ns = 20.00
worstSetupEndpointType = output pin
cpMaxStageDelayCell = o31ai_4

[route]
drc = 0
drt-total-wl_um = 96300
vias = 24300
drt-pass1-iter-count = 8
avgRoutedWirePerCell_um = 21.2
drtAntennaViolNets = 0
drtIter0Drc = 1327
via_per_inst = 5.36
diodes = 0

[global_route]
grt_pass1_wl_um = 147000
grt.overflow.total = 0
antenna_found_initial = 0
track_usage = 0.271
grt_max_degree = 96
grt_pass1_vias = 27900

[place]
gp_congestion = 0.871
dpl_cell_area_mm2 = 0.0430
portBuffers = 81
pre_cts_slack_ns = 5.65
hpwl_um = 54700
## where the power goes
part | switching, uW | total (uW) | internal [uW] | leakage, uW
clock network | 807 | 1810 | 998 | 0.00736
registers | 0.504 | 1490 | 1490 | 0.00920
logic | 147 | 251 | 103 | 0.00400
## critical path: cells and delay by family (launching register included)
kind | cells | cell delay (ns)
simple gates | 1 | 0.08
buf+inv | 1 | 0.56
compound gates | 7 | 2.26
flops | 1 | 0.37
## synthesized netlist by cell type, types with 7 or more instances
master     instances  area, um2
o221ai_1           7       61.3
o21ai_1           11       55.1
o22ai_1           18        113
nand3_1           13       65.1
clkbuf_1          49        184
nor2_1           139        522
nand2_1          207        777
buf_2             42        210
a211oi_1          25        188
o32a_1            17        170
mux2_2            21        236
and2_1            18        113
a21oi_1          111        556
and3_1            11       68.8
edfxtp_1        1024      30700
mux2i_1           94        941
buf_6              7       78.8
nor4_1            16        100
buf_4             25        188
mux4_2           184       4140
a2111oi_0         17        149
a22o_1            16        140
nand2b_1          12       75.1
o21ai_0           39        195
## per-stage QoR
stage                     utilization  instances  hold WS [ns]
after global routing            0.631       4538         14.52
after global placement          0.535       3316         14.43
after detailed placement        0.535       3316         14.44
after CTS                       0.631       4538         14.45
after floorplan                     -       2195         13.11
final                           0.631       4538         14.48
## metal layers
layer	vias to the layer above	track usage	share of wire
met2	1252	0.365	0.48
met3	132	0.202	0.15
li1	11200	-	-
met5	-	0.00349	0.00046
met1	11700	0.362	0.35
met4	2	0.104	0.020
## worst max-delay path by stage
| stage | endpoint | cells after the start | start | slack, ns |
|---|---|---|---|---|
| CTS | dm_data_out[18] | 9 | dmem[20][15] | 5.67 |
| global route | dm_data_out[18] | 9 | dmem[21][15] | 5.49 |
| finish | dm_data_out[18] | 9 | dmem[21][15] | 5.68 |
## cells by family (layout without fill, tap and decap cells)
group,count (synthesis),in the layout,synth area share
compound gates,298,298,0.0483
buf+inv,133,1416,0.0172
flops,1024,1024,0.757
mux,299,299,0.131
simple gates,441,441,0.0468
## cell type report
class                           count  area [um2]  area share
Tap cell                         1060        1330      0.0261
Inverter                            4        15.0    0.000296
Sequential cell                  1024       30700       0.606
Timing Repair Buffer              189        1630      0.0322
Clock buffer                      108        2700      0.0533
Multi-Input combinational cell   1038        9310       0.183
Clock inverter                   1115        5000      0.0985
## layout by cell type, fill, tap and decap left out, types with 81 or more instances in the layout
cell type,Yosys,final
a21oi_1,111,110
clkdlybuf4s50_1,0,81
edfxtp_1,1024,1024
mux4_2,184,184
buf_4,25,107
nor2_1,139,126
mux2i_1,94,93
clkbuf_16,0,108
inv_1,5,1049
nand2_1,207,207
Power figures rest on the tool's default switching activity, not on a simulated workload.
