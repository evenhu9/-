### flow/run.sh
#!/bin/bash
# OpenROAD 26Q1-2900-gdf79404cd8, Yosys 0.63+post, stock flow scripts
make -C /OpenROAD-flow-scripts/flow DESIGN_CONFIG=/design/flow/config.mk WORK_HOME=/design/flow/orfs finish
### flow/config.mk
export PLATFORM = sky130hd
export DESIGN_NAME = Divider
export DESIGN_NICKNAME = Divider
export VERILOG_FILES = /design/flow/design.v
export SDC_FILE = /design/flow/constraint.sdc
export NUM_CORES = 4
export LEC_CHECK = 1
export CORE_AREA = 10 10 97 97
export DIE_AREA = 0 0 107 107
### flow/constraint.sdc
current_design Divider

set clk_period 5.6
set clk_io_pct 0.2

create_clock -name clk0 -period $clk_period [get_ports {I_CLK}]

set non_clock_inputs [all_inputs -no_clocks]
set_input_delay [expr $clk_period * $clk_io_pct] -clock clk0 $non_clock_inputs
set_output_delay [expr $clk_period * $clk_io_pct] -clock clk0 [all_outputs]
### flow/design.v
`timescale 1ns / 1ps
module Divider(
    input I_CLK,
    output reg  O_CLK_1M=0
    );
    parameter size=32'd30000000;
    integer i = 0;
    always@(posedge I_CLK) begin
    i=i+1;   
    if(i >= size) begin 
    i=0;
    O_CLK_1M=!O_CLK_1M;
    end  
    end
endmodule
==> impl_metrics.py <==
# Synthesis and PnR figures
metrics = {
    "logic_synthesis": {
        "yosysUniqueCellTypes": 57,
        "avgSynthCellArea_sq_um": 10.2,
        "synthArstFlopShare": 0,
        "ys_sh_mux": 0,
        "synthesis.area_sq_um": 2210,
        "top_area_cell": "dfxtp_1",
        "ys_warn_count": 1,
        "ys_top_logic_family": "simple AND/OR/NAND/NOR gates",
        "edf_count": 1,
        "ys_seq_frac": 0.304,
        "yosys_area_sq_um": 2210,
        "ys_cells": 216,
        "ys_seq_elements": 33,
        "synth-simple-area-share": 0.401,
        "top_cell_area_share": 0.290,
        "syn_inst": 216,
        "xor_share": 0.0946,
        "topCellsByArea": "dfxtp_1, nor4_2, buf_6",
        "yosys_most_used_dff": "dfxtp_1",
        "ys_sh_aoi": 0.113,
        "ys_sh_adder": 0.00567,
    },
    "timing": {
        "rsz0062_at_grt": "no",
        "skew_ps": 5.89,
        "setup_violations": 0,
        "fin_crit_sh": 0.543,
        "fmax_ghz": 0.329,
        "tightest_slew_ps": 536,
        "hold_viol": 0,
        "fin_crit_ps": 3040,
        "slew_headroom": 0.640,
        "setup_tns_ps": 0,
        "drv_slew": 0,
    },
    "power_and_ir_drop": {
        "netSwitchingPower_uw": 99.0,
        "p_seq_frac": 0.566,
        "swShare": 0.231,
        "combPwrFrac": 0.016,
        "power.density_nw_per_um2": 183,
        "internal_power_uw": 329,
        "clkPwrFrac": 0.418,
        "p_leak_uw": 0.000766,
        "max-vdd-ir-drop_uv": 131,
    },
    "flow_run": {
        "drv_cap": 0,
        "warning_count": 25,
    },
    "floorplan": {
        "placementRows": 31,
        "ios": 2,
        "core_area_sq_um": 7290,
        "chipArea_sq_um": 11400,
        "initial_core_util": 0.303,
        "die_w_microns": 107,
        "dieHeight_microns": 107,
    },
    "route": {
        "routed_wl_mm": 4.03,
        "vias": 1615,
        "ant_nets": 0,
        "drt_iter0_markers": 80,
        "wire_per_inst_microns": 12.7,
        "met3WireLength_microns": 158,
        "wl_met2_mm": 1.74,
        "vias_per_cell": 5.08,
        "diodes": 0,
        "drc": 0,
        "dr.pass1.iters": 4,
        "routed.top_layer": "met4",
        "wl_met1_mm": 2.06,
    },
    "clock_tree": {
        "cts_buffers": 5,
        "postCtsHoldBufs": 0,
        "cts_tree": "built",
        "cts_root_buffer": "clkbuf_8",
        "cts.repair.resized": 0,
        "cts_num_sinks": 33,
        "cts.htree.levels": 2,
        "path_clk_slew_ps": 70,
        "clkLatencyLatePin_ps": 290,
        "cts_max_path_buffers": 2,
        "post-cts-setup-buffer-count": 0,
    },
    "critical_path": {
        "r2r_slack_ps": 2560,
        "crit_arrival_ps": 3050,
        "crit_chain": "ha_1, nand2_4, nor3_2, and4_1, o22ai_2, nor4_4, buf_4, or3_1",
        "critPathKind": "reg2reg",
        "cp_slowest_cell": "dfxtp_1",
        "crit_required_ps": 5610,
        "slowest_delay_ps": 460,
        "startpoint_type": "flop",
        "cp_max_fo": 23,
        "cp-end-kind": "flop",
    },
    "global_route": {
        "grt_pass1_vias": 1546,
        "gr-total-overflow": 0,
        "antenna_found_initial": 0,
        "grt_max_degree": 26,
        "gr-usage-all-layers": 0.0763,
        "grt_first_pass_wirelength_mm": 7.51,
    },
    "place": {
        "dpl_cell_area_sq_um": 2250,
        "place_congestion": 0.828,
        "io_buffers": 1,
        "dp_hpwl_mm": 2.79,
    },
    "worst_hold_path": {
        "hold_path_class": "reg2reg",
    },
    "layout": {
        "comb_area_sq_um": 1390,
        "n_fill_cell": 772,
        "synthToLayoutAreaGrowth_pct": 5.84,
        "flop_area_sq_um": 671,
        "fin_area_sq_um": 2340,
        "drive_gt1_frac": 0.247,
    },
    "status": {
        "status": "completed",
    },
}
[power by group through the flow]
stage	Clock (uW)	Sequential (uW)	Combinational, uW
CTS	182	242	6.94
global route	198	243	7.99
finish	179	242	6.73
[critical path: cells and delay by family (launching register included)]
family	cells	cell delay [ps]
buffers and inverters	1	370
adder cells (fa/ha/maj)	1	420
AND/OR/NAND/NOR	5	1340
flip-flops	1	460
AND-OR/OR-AND	1	130
[flip-flops by register name, summed over array words and instances, names as in the netlist]
signal and count:
i 32, O_CLK_1M 1
[kinds of logic (layout without fill, tap and decap cells)]
logic type               after synthesis  after routing
AND-OR/OR-AND                         26             26
XOR/XNOR                              23             23
adder cells (fa/ha/maj)                1              1
buffers and inverters                 24             21
flip-flops                            33             33
other                                  1              7
AND/OR/NAND/NOR                      108            108
[final timing paths]
check	startpoint	end	cells past startpoint
setup reg to reg	i[0]$_SDFF_PP0_	O_CLK_1M$_DFFE_PP_	8
hold reg to reg	O_CLK_1M$_DFFE_PP_	O_CLK_1M$_DFFE_PP_	1
setup / recovery	i[0]$_SDFF_PP0_	O_CLK_1M$_DFFE_PP_	8
hold / removal	O_CLK_1M$_DFFE_PP_	O_CLK_1M$_DFFE_PP_	1
[metal layers]
layer,GRT usage,vias up
met4,0.0135,0
met3,0.0146,10
met1,0.114,760
met2,0.112,30
met5,0,-
li1,-,815
[stage by stage]
stage / hold WS (ps) / total power (uW) / instances / setup WS [ps] / util
floorplan: 487 / 252 / 222 / 3290 / -
global placement: 534 / 255 / 310 / 2630 / 0.309
detailed placement: 543 / 255 / 310 / 2600 / 0.309
CTS: 557 / 431 / 318 / 2560 / 0.321
global route: 596 / 449 / 318 / 2310 / 0.321
finish: 552 / 428 / 318 / 2560 / 0.321
[cell type report]
class / count / area share
Clock buffer: 5 / 0.0294
Clock inverter: 3 / 0.00749
Inverter: 9 / 0.0145
Multi-Input combinational cell: 165 / 0.595
Sequential cell: 33 / 0.287
Tap cell: 99 / 0.0530
Timing Repair Buffer: 4 / 0.0139
[cells in the final DEF, fill, tap and decap left out, types with 5 or more instances in the layout]
master    instances
clkbuf_8          5
nor4_2           20
xnor2_1          11
conb_1            7
nand4_1           7
nand2_1          18
inv_1             9
nand3_1           8
dfxtp_1          32
xor2_1           11
nor4_1            8
nor2_1           11
[synthesized netlist by cell type (2+ instances only)]
library cell / count
nand2_1: 18
nor3_1: 3
a211oi_2: 3
xor2_1: 11
nand4_1: 7
clkbuf_1: 2
xnor2_1: 11
a31oi_1: 4
nand3_1: 8
and3_1: 4
dfxtp_1: 32
and4_1: 4
a2111oi_1: 2
inv_1: 9
a21oi_1: 2
buf_6: 11
nor4_2: 20
nor4b_1: 2
nor3_2: 2
and2_1: 2
nor4_4: 4
nand4_4: 3
nor4_1: 8
nor2_1: 11
Power and IR drop assume default switching activity.
